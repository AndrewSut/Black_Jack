===== ./design.v =====
module lfsr_cards (
    input wire clk,            
    input wire reset,          
    input wire enable,
    input wire seed,
    output reg ace_pres,
    output reg [3:0] out       
);
    reg [3:0] lfsr_reg;   
    wire feedback;
    assign feedback = lfsr_reg[3] ^ lfsr_reg[0];   
    always @(posedge clk or negedge reset) begin
        if (reset == 1'b0) begin
            lfsr_reg <= 4'b1010;  
            out <= 4'b0000;
        end else if(enable == 1'b1) begin
            lfsr_reg <= {lfsr_reg[2:0], feedback};
            if(lfsr_reg > 4'd10) begin lfsr_reg[3] <= 1'b0; end
            if(lfsr_reg == 4'd0) lfsr_reg <= 4'd1;
            out <= lfsr_reg;
            if(out == 4'd1) ace_pres <= 1'b1;
            else ace_pres <= 1'b0;
        end
        else begin 
            lfsr_reg <= seed; out <= 4'b0000; 
        end
    end
endmodule

===== ./run.sh =====
#!/bin/bash
# OpenROAD 26Q1-2900-gdf79404cd8, Yosys 0.63+post, stock flow scripts
make -C /OpenROAD-flow-scripts/flow DESIGN_CONFIG=/design/flow/config.mk WORK_HOME=/design/flow/orfs finish

===== ./config.mk =====
export PLATFORM = sky130hd
export DESIGN_NAME = lfsr_cards
export DESIGN_NICKNAME = lfsr_cards
export VERILOG_FILES = /design/flow/design.v
export SDC_FILE = /design/flow/constraint.sdc
export NUM_CORES = 4
export LEC_CHECK = 1
export CORE_AREA = 10 10 70 70
export DIE_AREA = 0 0 80 80

===== ./constraint.sdc =====
current_design lfsr_cards

set clk_period 1.7
set clk_io_pct 0.2

create_clock -name clk0 -period $clk_period [get_ports {clk}]

set non_clock_inputs [all_inputs -no_clocks]
set_input_delay [expr $clk_period * $clk_io_pct] -clock clk0 $non_clock_inputs
set_output_delay [expr $clk_period * $clk_io_pct] -clock clk0 [all_outputs]

==> results.toml <==
# synthesis and place-and-route metrics
[floorplan]
fp.coreArea_um2 = 3416
pin_count = 9
die_height_um = 80
initCoreUtil = 0.09011
die_area_um2 = 6400
die_w_um = 80
rows = 21

[pwr]
p_leak_nw = 0.1891
peakVddDrop_mv = 0.1643
p_per_area_nw_per_um2 = 861.3

[grt]
grt_pass1_wl_mm = 1.083
grt_overflow = 0
grt_use_total = 0.02120
grt_start_max_net_pins = 9
antenna_found_initial = 0
grt_pass1_vias = 238

[clock_network]
cts_hold_buf = 0
htreeDepth = 1
insertion_delay_ns = 0.25
post-cts-setup-buffers = 0
tritoncts = "done"
clock-sinks = 8
clk_path_buf_depth = 2
clkSlewWorstSetupHoldPaths_ns = 0.06
numCtsBuffers = 3
root_buffer = "clkbuf_4"
cts_resized = 0

[timing]
rsz0062_at_grt = "no"
post-route-period-util = 0.8774
slew_viol_final = 0
skew_ns = 0.007143
finalSetupViolCount = 0
max_slew_margin = 0.8660
hold_viol = 0
final.setup.tns_ns = 0
tightest_slew_ns = 0.2004
hold_ws_ns = 0.4143
period_needed_ns = 1.492
maxClockFrequency_ghz = 0.6704

[synthesis]
postSynthSeqShare = 0.6748
ys_cells = 23
synth_chip_area_um2 = 307.8
yosysWarnings = 1
netlist_area_um2 = 307.8
synth.avg_cell_area_um2 = 13.38
yosysUniqueCellTypes = 14
synth-seq-cells = 8
synth_cells = 23

[route]
drtIter0Drc = 8
final_antenna_net_count = 0
diodes = 0
wl_per_cell_um = 7.802
drt-pass1-iter-count = 3
drc = 0
wl_um = 632
viasPerCell = 2.605
via_count = 211

[critical_path]
rr_endpoint = "lfsr_reg[0]"
cp.buffers_inverters = 1
reg2reg_slack_ns = 0.76
cp-end-kind = "output port"
cpPeakStageDelay_ns = 0.50
crit_family = "buffers and inverters"
r2r_cells = 3
crit_path_cell_trace = "clkdlybuf4s50_1"
crit_path_start_kind = "flop"
worstPathMaxFanout = 4
r2r_start = "lfsr_reg[1]"
worstPathArrival_ns = 1.15
path_class = "reg2out"
critical_path_required_ns = 1.36
worst_path_max_delay_cell = "clkdlybuf4s50_1"

[flow_run]
drv_cap = 0
warnings = 25

[worst_hold_path]
worst_hold_path_type = "in2async"

[finish]
nFillCells = 383
syn_to_final_growth_pct = 53.25
drive_gt1_frac = 0.3143
largest_register_ffs = 4

[placement]
place_congestion = 0.6705
dp_hpwl_um = 503.6
portBuffers = 8

[status]
status = "finished clean"
power by group:
part	switching (mW)	total [mW]	leakage, nW	internal [mW]
Clock	0.0631	0.153	0.0150	0.0897
Combinational	0.0128	0.0393	0.0786	0.0266
Sequential	0.00712	0.214	0.0955	0.207
final cells by class:
cell class                 instances  area, µm²  area share
multi-input combinational         13      88.84      0.1883
inverter                           1      3.754    0.007958
sequential                         8      207.7      0.4403
timing repair buffer               9      87.58      0.1857
tap                               46      57.56      0.1220
clock buffer                       4      26.28     0.05570
cell usage after synthesis (all sizes together):
cell type	count	area [µm²]
nor2	1	3.750
buf	1	7.510
nand2	2	7.510
edfxtp	1	30.03
and2	6	43.79
and2b	1	7.510
dfstp	2	52.55
o22ai	1	6.260
dfrtp	5	125.1
nor3	1	5.000
nor4b	1	15.01
inv	1	3.750
per-layer routing:
layer  wire [µm]  vias up  part of all wire  track usage
li1            -       99                 -            -
met4          19        0             0.030     0.008803
met2         298        9              0.47      0.03371
met3          68        2              0.11      0.01477
met1         245      101              0.39      0.02097
met5           0        -                 0            0
worst max-delay path by stage:
stage / from / to / cells past startpoint
global route: out[1] / out[1] / 1
finish: out[1] / out[1] / 1
CTS: out[1] / out[1] / 1
logic make-up after synthesis:
logic type / synth area share
and+or+nand+nor: 0.2683
buffers and inverters: 0.03658
AOI/OAI and AO/OA: 0.02034
DFF: 0.6748
through the flow:
step           setup slack [ns]  utilization  cells  power [mW]  instance area, µm²
2_1_floorplan            0.8306            -     23      0.2302               307.8
3_3_place_gp             0.3421       0.1304     77      0.2569               445.4
3_5_place_dp             0.3320       0.1304     77      0.2577               445.4
4_1_cts                  0.1740       0.1381     81      0.4181               471.7
5_1_grt                  0.1307       0.1381     81      0.4366               471.7
6_report                 0.2085       0.1381     81      0.4063               471.7
placed cells by master (no fill, tap or decap), types with 2 or more instances in the layout:
cell	count
clkbuf_4	3
dfrtp_1	5
nand2_1	2
and2_1	2
clkdlybuf4s50_1	8
and2_2	3
dfstp_2	2
No activity file was given, so power comes from the tool's default toggle rates.
