===== flow/config.mk =====
export PLATFORM = sky130hd
export DESIGN_NAME = seven_segment
export DESIGN_NICKNAME = seven_segment
export VERILOG_FILES = /design/flow/design.v
export SDC_FILE = /design/flow/constraint.sdc
export NUM_CORES = 4
export LEC_CHECK = 1
export CORE_AREA = 10 10 96 96
export DIE_AREA = 0 0 106 106

===== flow/constraint.sdc =====
current_design seven_segment

set clk_period 1.6
set clk_io_pct 0.2

create_clock -name clk0 -period $clk_period

set non_clock_inputs [all_inputs -no_clocks]
set_input_delay [expr $clk_period * $clk_io_pct] -clock clk0 $non_clock_inputs
set_output_delay [expr $clk_period * $clk_io_pct] -clock clk0 [all_outputs]

===== flow/design.v =====
module seven_segment (
input wire [3:0]i0,
output reg [6:0]o0,
input wire [3:0]i1,
output reg [6:0]o1,
input wire [3:0]i2,
output reg [6:0]o2,
input wire [3:0]i3,
output reg [6:0]o3,
input wire [3:0]i4,
output reg [6:0]o4,
input wire [3:0]i5,
output reg [6:0]o5
);
always @(*)
begin
	   case (i0)
		4'd0: o0 = 7'b0111111;
		4'd1: o0 = 7'b0001000;
		4'd2: o0 = 7'b0100100;
		4'd3: o0 = 7'b0110000;
		4'd4: o0 = 7'b0011001;
		4'd5: o0 = 7'b0010010;
		4'd6: o0 = 7'b0000010;
		4'd7: o0 = 7'b1111000;
		4'd8: o0 = 7'b0000000;
		4'd9: o0 = 7'b0011000;
		4'd10: o0 = 7'b1000000;
		4'd11: o0 = 7'b1100000;
		4'd12: o0 = 7'b1001000;
		4'd13: o0 = 7'b0001001;
    	default: o0 = 7'b11111111;
   endcase
   case (i1)
		4'd0: o1 = 7'b0111111;
		4'd1: o1 = 7'b0001000;
		4'd2: o1 = 7'b0100100;
		4'd3: o1 = 7'b0110000;
		4'd4: o1 = 7'b0011001;
		4'd5: o1 = 7'b0010010;
		4'd6: o1 = 7'b0000010;
		4'd7: o1 = 7'b1111000;
		4'd8: o1 = 7'b0000000;
		4'd9: o1 = 7'b0011000;
		4'd10: o1 = 7'b1000000;
		4'd11: o1 = 7'b1100000;
		4'd12: o1 = 7'b1001000;
		4'd13: o1 = 7'b0001001;
    	default: o1 = 7'b11111111;
   endcase
	   case (i2)
		4'd0: o2 = 7'b0111111;
		4'd1: o2 = 7'b0001000;
		4'd2: o2 = 7'b0100100;
		4'd3: o2 = 7'b0110000;
		4'd4: o2 = 7'b0011001;
		4'd5: o2 = 7'b0010010;
		4'd6: o2 = 7'b0000010;
		4'd7: o2 = 7'b1111000;
		4'd8: o2 = 7'b0000000;
		4'd9: o2 = 7'b0011000;
		4'd10: o2 = 7'b1000000;
		4'd11: o2 = 7'b1100000;
		4'd12: o2 = 7'b1001000;
		4'd13: o2 = 7'b0001001;
    	default: o2 = 7'b11111111;
   endcase
	   case (i3)
		4'd0: o3 = 7'b0111111;
		4'd1: o3 = 7'b0001000;
		4'd2: o3 = 7'b0100100;
		4'd3: o3 = 7'b0110000;
		4'd4: o3 = 7'b0011001;
		4'd5: o3 = 7'b0010010;
		4'd6: o3 = 7'b0000010;
		4'd7: o3 = 7'b1111000;
		4'd8: o3 = 7'b0000000;
		4'd9: o3 = 7'b0011000;
		4'd10: o3 = 7'b1000000;
		4'd11: o3 = 7'b1100000;
		4'd12: o3 = 7'b1001000;
		4'd13: o3 = 7'b0001001;
    	default: o3 = 7'b11111111;
   endcase
	   case (i4)
		4'd0: o4 = 7'b0111111;
		4'd1: o4 = 7'b0001000;
		4'd2: o4 = 7'b0100100;
		4'd3: o4 = 7'b0110000;
		4'd4: o4 = 7'b0011001;
		4'd5: o4 = 7'b0010010;
		4'd6: o4 = 7'b0000010;
		4'd7: o4 = 7'b1111000;
		4'd8: o4 = 7'b0000000;
		4'd9: o4 = 7'b0011000;
		4'd10: o4 = 7'b1000000;
		4'd11: o4 = 7'b1100000;
		4'd12: o4 = 7'b1001000;
		4'd13: o4 = 7'b0001001;
    	default: o4 = 7'b11111111;
   endcase
	   case (i5)
		4'd0: o5 = 7'b0111111;
		4'd1: o5 = 7'b0001000;
		4'd2: o5 = 7'b0100100;
		4'd3: o5 = 7'b0110000;
		4'd4: o5 = 7'b0011001;
		4'd5: o5 = 7'b0010010;
		4'd6: o5 = 7'b0000010;
		4'd7: o5 = 7'b1111000;
		4'd8: o5 = 7'b0000000;
		4'd9: o5 = 7'b0011000;
		4'd10: o5 = 7'b1000000;
		4'd11: o5 = 7'b1100000;
		4'd12: o5 = 7'b1001000;
		4'd13: o5 = 7'b0001001;
    	default: o5 = 7'b11111111;
   endcase
end
endmodule

===== flow/run.sh =====
#!/bin/bash
# OpenROAD 26Q1-2900-gdf79404cd8, Yosys 0.63+post, stock flow scripts
make -C /OpenROAD-flow-scripts/flow DESIGN_CONFIG=/design/flow/config.mk WORK_HOME=/design/flow/orfs finish

==> results_slide.txt <==
Run Summary

Synthesis
  • Syn_area_per_cell: 6.785 µm²
  • Synth warn: 7
  • Synth area leaders: ha_1, a21oi_1, o21ai_0, mux2i_1, nand2_1
  • Area leader, netlist: ha_1
  • Netlist cell types: 29
  • Mapped Area: about 0.0014 mm²
  • Post-Syn Instances: 208
  • Register share after synthesis: 0
  • Area share, top type: 0.2837
  • Yosys Chip Area: 0.001411 mm²
  • Yosys cell count: 208

Critical path
  • Crit Path Class: input port to output pin
  • Crit Path Max Fanout: 2
  • WP data required: roughly 1.3 ns
  • Crit-path slowest cell: dlygate4sd2_1
  • Crit path cell chain: buf_8, inv_4, buf_4, ha_4, a211oi_2, a21oi_2, dlygate4sd2_1
  • Critical Path Start Type: input port
  • Arrival @ worst endpoint: 1.25 ns
  • CP Capture Type: output pin
  • Slowest stage delay, CP: between 0.2 and 0.25 ns

Floorplan
  • Die W: 106 µm
  • Floorplan Utilization: 0.1956
  • # IOs: around 66
  • Core area: 0.007214 mm²
  • Die area: 0.01124 mm²
  • FP Rows: 31
  • Die span in y: 106 µm

Route
  • Diode count: 0
  • Antenna-violating nets left: 0
  • Vias: a little under 2000
  • DR DRC count: 0
  • DR WL/cell: 12.89 µm
  • Initial DRT Pass Iterations: 4
  • DR iter-0 viols: 69
  • DRT Wirelength: roughly 5.7 mm
  • Via/cell ratio: 4.426

Global route
  • Initial antenna violation count: 0
  • Number of global-route vias before repair: approximately 1900
  • GRT Total Usage: 0.09189
  • Pin count of the biggest net entering global routing: 10
  • First-pass GRT wire length: 9.190 mm
  • Global route overflow: 0

Placed design
  • Final GP Congestion: just over 0.8
  • Dpl ws: -0.7474 ns
  • Count of port buffers added during placement: about 66
  • DP HPWL: 3.727 mm

STA
  • Final critical-path setup slack: between 0.02 and 0.03 ns
  • Final period utilization: 0.9814
  • FMAX: 0.6369 GHz
  • Slew Limit Fails: 0
  • Final Setup Violations: 0
  • RSZ-0062 raised after global routing: yes
  • Slew Limit Headroom: 0.8334
  • Worst Max-Slew Pin Slew: 0.2499 ns
  • Minimum clock period: 1.570 ns
  • Hold_ws: 1.010 ns
  • Final Hold Viols: 0
  • Setup TNS: 0 ns

Min path
  • Type of the worst min-delay path: input port to output pin

Flow run
  • Max-cap viol count: 0
  • Count of tool warnings: 59

Finish
  • Registers: 0
  • Seq. cell area: 0 µm²
  • Area growth syn-to-layout: 115.3%
  • Most frequent logic cell in the layout: buf_4
  • Layout cells sized above 1: 0.6058
  • # fillers: 688
  • Most common logic cells in the final layout: buf_4, buf_6, buf_2
  • Combinational Area: approximately 0.0016 mm²
  • Clkbuf count: 0

Clocking
  • # hold bufs at CTS: 0

Pwr
  • VDD IR max: 0.1485 mV
  • Pleak: between 1 and 1.5 nW
  • PD cells: 254.2 mW/mm²

Status
  • Status: complete, no violations
==> logic make-up after synthesis <==
family,share of synthesized area
AOI/OAI and AO/OA,0.3280
adders and majority gates,0.2837
buffers and inverters,0.1215
muxes,0.05763
and+or+nand+nor,0.2092
==> timing repair <==
item | in CTS | in global routing
setup buffers | 31 | 2
resized | 281 | 62
setup endpoints to repair | 42 | 29
pin swaps | 27 | 22
endpoints found under the hold margin | 0 | 0
cloned | 2 | 0
==> final cells by class <==
cell class | count | area share
timing repair buffer | 150 | 0.3977
tap | 99 | 0.04076
inverter | 19 | 0.02676
multi-input combinational | 176 | 0.5348
==> power by group <==
group	leakage [nW]	internal (mW)	switching (mW)
combinational	1.41	0.439	0.333
sequential	0	0	0
clock	0	0	0
total	1.41	0.439	0.333
==> worst max-delay path: cells and delay by family <==
family	cells	cell delay, ns
buffers and inverters	4	0.49
adders and majority gates	1	0.16
AOI/OAI and AO/OA	2	0.28
==> cell usage after synthesis <==
master and n:
buf_6 4, o311a_1 1, mux2_2 1, o21ai_0 20
nor3b_1 3, a21oi_1 22, nand3_1 7, inv_2 2
nor2b_1 8, a21o_1 1, a222oi_1 1, a211oi_1 6
ha_1 32, nand2b_1 2, o211ai_1 3, o31ai_1 8
buf_4 3, a31oi_1 6, buf_2 6, o21a_1 6
a221oi_2 1, nand3b_1 1, and2b_1 4, nor2_1 17
nand2_1 17, inv_4 1, mux2i_1 7, nor3_1 2
inv_1 16
==> layer usage <==
layer / routed length, µm / share of wire / track usage / vias to the layer above
met5: 0 / 0 / 0 / -
met3: 250 / 0.044 / 0.01101 / 4
li1: - / - / - / 1012
met4: 53 / 0.0093 / 0.005803 / 0
met2: 2658 / 0.46 / 0.1577 / 40
met1: 2761 / 0.48 / 0.1256 / 909
==> path summary, 6_finish.rpt <==
path                  start  endpoint  slack (ns)  cells after the start
worst max-delay path  i5[1]     o5[3]        0.03                      7
worst min-delay path  i3[1]     o3[2]        1.01                      4
==> through the flow <==
stage	std cells	total power, mW	utilization	cell area [µm²]
final	444	0.7726	0.4213	3039
after global routing	444	0.8495	0.4213	3039
after CTS	443	0.7244	0.4093	2953
after detailed placement	410	0.6395	0.3429	2474
after global placement	410	0.6392	0.3429	2474
after floorplan	208	0.2399	-	1411
Power figures rest on the tool's default switching activity, not on a simulated workload.
